==> design.v <==
module ledPattern(input sw0, sw9, clk, resetBtn, output reg [9:0] ledToDisp, output reg [5:0] countOut, input enable, output reg [3:0] REPEAT_COUNT);
	reg [9:0] pattern;  
	reg [5:0] count;  
	reg [3:0] tempRepCount = 9;  
	initial begin
		count = 0;
	end
	always @(*) begin
		REPEAT_COUNT = tempRepCount;
	end
	always @(posedge clk or negedge resetBtn) begin
		if (~resetBtn) begin
			count <= 0;
			pattern <= 10'b0000000000;
		end
		else if (tempRepCount == 0) begin
			pattern <= 10'b0000000000;
			if (sw0 && sw9) begin
				ledToDisp = pattern;
			end
			else if (sw0 && ~sw9) begin
				ledToDisp = pattern & 10'b0000011111;
			end
			else if (~sw0 && sw9) begin
				ledToDisp = pattern & 10'b1111100000;
			end
			else begin
				ledToDisp = pattern & 10'b0000000000;
			end
			countOut <= count;
		end
		else if (enable) begin
			if (count > 43) begin
				count <= 0;
				tempRepCount <= tempRepCount - 1;
			end
			else if (tempRepCount == 0) begin
				pattern <= 10'b0000000000;
			end
			else begin
				count <= count + 1;
				if (count == 0 || count == 6 || count == 36) begin
					pattern <= 10'b0000110000;
				end
				else if (count == 1 || count == 7 || count == 37) begin
					pattern <= 10'b0001111000;
				end
				else if (count == 2 || count == 8) begin
					pattern <= 10'b0011111100;
				end
				else if (count == 3 || count == 9) begin
					pattern <=10'b0111111110;
				end
				else if (count == 4 || count == 10 || count == 35) begin
					pattern <=10'b1111111111;
				end
				else if (count == 5 || count == 42 || count == 43) begin
					pattern <= 10'b0000000000;
				end
				else if (count == 11 || count== 21 || count == 31 || count == 41) begin
					pattern <= 10'b1000000001;
				end
				else if (count == 12 || count == 30) begin
					pattern <= 10'b1100000001;
				end
				else if (count == 13 || count == 29) begin
					pattern <= 10'b1110000001;
				end
				else if (count == 14 || count == 28) begin
					pattern <= 10'b1011000001;
				end
				else if (count == 15 || count == 27) begin
					pattern <= 10'b1001100001;
				end
				else if (count == 16 || count == 26) begin
					pattern <= 10'b1000110001;
				end
				else if (count == 17 || count == 25) begin
					pattern <= 10'b1000011001;
				end
				else if (count == 18 || count == 24) begin
					pattern <= 10'b1000001101;
				end
				else if (count == 19 || count == 23) begin
					pattern <= 10'b1000000111;
				end
				else if (count == 20 || count == 22) begin
					pattern <= 10'b1000000011;
				end
				else if (count == 32) begin
					pattern <= 10'b1100000011;
				end
				else if (count == 33) begin
					pattern <= 10'b1110000111;
				end
				else if (count == 34) begin
					pattern <= 10'b1111001111;
				end
				else if (count == 38) begin
					pattern <= 10'b0011001100;
				end
				else if (count == 39) begin
					pattern <= 10'b0110000110;
				end
				else begin
					pattern <= 10'b1100000011;
				end
			end
			if ( sw0 && sw9  ) begin
				ledToDisp = pattern;
			end
			else if (sw0 && ~sw9) begin
				ledToDisp = pattern & 10'b0000011111;
			end
			else if (~sw0 && sw9) begin
				ledToDisp = pattern & 10'b1111100000;
			end
			else begin
				ledToDisp = pattern & 10'b0000000000;
			end
			countOut <= count;	
			end
			else begin
				if ( sw0 && sw9 ) begin
					ledToDisp = pattern;
				end
				else if (sw0 && ~sw9) begin
					ledToDisp = pattern & 10'b0000011111;
				end
				else if (~sw0 && sw9) begin
					ledToDisp = pattern & 10'b1111100000;
				end
				else begin
					ledToDisp = pattern & 10'b0000000000;
				end
				countOut <= count;
			end
	end
endmodule
==> run.sh <==
#!/bin/bash
# OpenROAD 26Q1-2900-gdf79404cd8, Yosys 0.63+post, stock flow scripts
make -C /OpenROAD-flow-scripts/flow DESIGN_CONFIG=/design/flow/config.mk WORK_HOME=/design/flow/orfs finish
==> config.mk <==
export PLATFORM = sky130hd
export DESIGN_NAME = ledPattern
export DESIGN_NICKNAME = ledPattern
export VERILOG_FILES = /design/flow/design.v
export SDC_FILE = /design/flow/constraint.sdc
export NUM_CORES = 4
export LEC_CHECK = 1
export CORE_AREA = 10 10 112 112
export DIE_AREA = 0 0 122 122
==> constraint.sdc <==
current_design ledPattern

set clk_period 2.5
set clk_io_pct 0.2

create_clock -name clk0 -period $clk_period [get_ports {clk}]

set non_clock_inputs [all_inputs -no_clocks]
set_input_delay [expr $clk_period * $clk_io_pct] -clock clk0 $non_clock_inputs
set_output_delay [expr $clk_period * $clk_io_pct] -clock clk0 [all_outputs]
==> impl_metrics.sql <==
-- flow metrics import
INSERT INTO impl_metrics (metric_group, metric, value, unit) VALUES
('run', 'tool_warnings', '28', ''),
('sta', 'highest_clock_rate', '0.4597', 'GHz'),
('synthesis', 'numSynthFlops', '35', ''),
('placed_design', 'post-dp-hpwl', '3666', 'um'),
('detailed_routing', 'drt_iter0_drc', '104', ''),
('outcome', 'outcome', 'complete, no violations', ''),
('global_routing', 'grt-ovfl-total', '0', ''),
('clock_network', 'tritoncts_clock_tree', 'done', ''),
('global_routing', 'grt_start_max_net_pins', '20', ''),
('placed_design', 'placed_cell_area', '0.002489', 'mm^2'),
('finish', 'final_layout_top_logic_cells', 'sky130_fd_sc_hd__clkdlybuf4s50_1 (24), sky130_fd_sc_hd__nand2_1 (20), sky130_fd_sc_hd__edfxtp_1 (20)', ''),
('critical_path', 'worstPathMaxFanout', '14', ''),
('synthesis', 'synth_area', '0.002103', 'mm^2'),
('sta', 'final.min_clock_period', '2.175', 'ns'),
('synthesis', 'yosysCellCount', '206', ''),
('synthesis', 'yosys_warn_count', '1', ''),
('floorplanning', 'fp-row-count', '37', ''),
('finish', 'layout_top_cell', 'sky130_fd_sc_hd__clkdlybuf4s50_1', ''),
('clock_network', 'tritoncts.num_buffers', '5', ''),
('detailed_routing', 'wl_met3', '216', 'um'),
('critical_path', 'worstSetupStartpointType', 'flop', ''),
('pwr', 'ir_drop', '0.0002123', 'V'),
('detailed_routing', 'post-route-drc-count', '0', ''),
('finish', 'design_area', '0.002594', 'mm^2'),
('detailed_routing', 'route.antenna.remaining_nets', '0', ''),
('detailed_routing', 'detail_route.wl_per_cell', '13.14', 'um'),
('detailed_routing', 'drt_pass1_iterations', '4', ''),
('placed_design', 'place_inst', '360', ''),
('sta', 'setup_viol', '0', ''),
('synthesis', 'yosys.stat.seqShare', '46.40', '%'),
('sta', 'timing.clock.skew', '0.004960', 'ns'),
('clock_network', 'clockBufferDepth', '2', ''),
('sta', 'fin_setup_tns', '0', 'ns'),
('critical_path', 'cp_slowest_stage_delay', '0.47', 'ns'),
('pwr', 'power.internal', '993.8', 'uW'),
('clock_network', 'cts.htree.levels', '2', ''),
('critical_path', 'criticalPathCategory', 'reg -> reg', ''),
('placed_design', 'routabilityCongestion', '0.9064', ''),
('sta', 'slew_headroom', '59.09', '%'),
('synthesis', 'syn_avg_cell_area', '10.21', 'um^2'),
('detailed_routing', 'vias_per_cell', '4.391', ''),
('critical_path', 'timing.critical_path.required', '2.71', 'ns'),
('critical_path', 'critical-path-top-delay-family', 'simple AND/OR/NAND/NOR gates', ''),
('placed_design', 'buffer_ports.inserted', '24', ''),
('critical_path', 'chain_of_cells_forming_the_critical_path', 'inv_1 -> ha_1 -> or3_1 -> a32o_1 -> nor3_2 -> a21oi_1 -> o21ai_1', ''),
('floorplanning', 'placeableCoreArea', '0.01023', 'mm^2'),
('finish', 'final_cell_count_no_fill', '368', ''),
('synthesis', 'synth_chip_area', '0.002103', 'mm^2'),
('clock_network', 'post_cts_buffers', '0', ''),
('sta', 'setup_repair_after_global_routing_missed_its_margin', 'false', ''),
('critical_path', 'crit_buf_inv', '1', ''),
('sta', 'tightest_slew', '0.6136', 'ns'),
('global_routing', 'global_route.usage.total', '6.398', '%'),
('detailed_routing', 'antenna_cells_inserted', '0', ''),
('detailed_routing', 'routed.top_layer', 'met4', ''),
('detailed_routing', 'finalWirelength', '4835', 'um'),
('run', 'maxCapViolations', '0', ''),
('synthesis', 'syn-instance-count', '206', ''),
('global_routing', 'antenna_found_initial', '0', ''),
('pwr', 'p_leak', '0.0009826', 'uW'),
('sta', 'finalCritPeriodShare', '87.01', '%'),
('pwr', 'power.sequential.fraction', '48.8', '%'),
('clock_network', 'cts.root.buffer_cell', 'sky130_fd_sc_hd__clkbuf_8', ''),
('floorplanning', 'chipArea', '0.01488', 'mm^2'),
('sta', 'maxSlewViolCount', '0', ''),
('detailed_routing', 'vias', '1616', ''),
('critical_path', 'setup.worst_path.end_class', 'flop', ''),
('clock_network', 'clock_latency', '0.28', 'ns'),
('global_routing', 'first_global_vias', '1495', ''),
('floorplanning', 'die_height', '122', 'um'),
('finish', 'syn_to_final_growth', '23.32', '%');
-- cells by family after synthesis --
family          share of synthesized area [%]
compound gates                          18.38
xor+xnor                                1.666
fa+ha+maj                               2.974
buf+inv                                 4.938
flops                                   46.40
mux                                     2.855
simple gates                            22.78
-- final cells by class --
class,count,area (um^2),share of cell area [%]
tap,136,170.2,6.561
inverter,7,26.28,1.013
timing repair buffer,31,292.8,11.29
sequential,35,975.9,37.63
clock buffer,8,100.1,3.859
multi-input combinational,151,1028,39.65
-- what timing repair did --
item / in CTS / in global routing
gates resized: 0 / 1
hold buffers: 0 / 0
setup endpoints to repair: 0 / 2
-- Yosys cell counts, drive strengths merged --
master / number / area share (%)
a211o: 1 / 0.42
a21oi: 8 / 2.1
a221oi: 1 / 1.2
a22oi: 1 / 0.36
a31o: 1 / 0.42
a31oi: 2 / 0.59
a32o: 4 / 2.0
a32oi: 2 / 0.83
and2: 13 / 3.9
and2b: 2 / 0.83
and3: 1 / 0.30
and3b: 3 / 1.2
and4bb: 1 / 0.59
buf: 8 / 2.8
clkbuf: 5 / 0.89
dfrtp: 15 / 18
edfxtp: 20 / 29
ha: 5 / 3.0
inv: 7 / 1.2
mux2: 5 / 2.9
nand2: 20 / 3.6
nand2b: 2 / 0.59
nand3: 5 / 1.2
nand3b: 2 / 0.71
nand4: 3 / 0.89
nand4b: 1 / 0.42
nand4bb: 1 / 0.54
nor2: 11 / 2.0
nor2b: 3 / 0.89
nor3: 4 / 0.95
nor3b: 4 / 2.2
nor4b: 1 / 0.42
o2111ai: 2 / 0.83
o211ai: 3 / 1.3
o21a: 2 / 0.71
o21ai: 23 / 5.5
o31a: 1 / 0.42
o31ai: 4 / 1.7
or2: 2 / 0.59
or3: 2 / 0.59
or3b: 1 / 0.42
xnor2: 1 / 0.42
xor2: 3 / 1.2
-- registers in the layout (all words and copies together) (netlist names) --
register,flops
tempRepCount,4
pattern,9
ledToDisp,10
count,6
countOut,6
-- path summary, 6_finish.rpt --
check	start	to	slack, ns	cells after the start
min in group asynchronous	resetBtn	pattern[7]	0.69	2
min	pattern[3]	pattern[3]	0.48	2
min reg2reg	pattern[3]	pattern[3]	0.48	2
max reg2reg	count[0]	pattern[6]	0.32	7
max	count[0]	pattern[6]	0.32	7
max in group asynchronous	resetBtn	count[4]	1.62	2
-- power groups by stage --
stage	clock network (uW)	registers, uW	logic (uW)
CTS	457	657	246
global route	485	661	275
finish	444	658	247
-- routing by layer --
metal,vias to the layer above,track usage (%)
met4,0,1.043
met1,762,9.151
li1,808,-
met5,-,0
met3,8,1.080
met2,38,10.20
-- worst min-delay path, stage by stage (launching register included) --
cell	delay [ns]
sky130_fd_sc_hd__dfrtp_1	0.34
sky130_fd_sc_hd__nand2_1	0.05
sky130_fd_sc_hd__o21ai_1	0.06
-- per-stage QoR --
stage / utilization [%] / setup slack [ns] / total power, uW / hold WS, ns
after floorplan: - / 0.5644 / 823.8 / 0.2044
after global placement: 24.32 / 0.3086 / 917.3 / 0.4669
after detailed placement: 24.32 / 0.2300 / 913.3 / 0.4651
after CTS: 25.30 / 0.2155 / 1360 / 0.4819
after global routing: 25.35 / 0.1343 / 1421 / 0.5164
final: 25.35 / 0.3247 / 1349 / 0.4794
Power figures rest on the tool's default switching activity, not on a simulated workload.
