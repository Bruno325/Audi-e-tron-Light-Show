===== run.sh =====
#!/bin/bash
# OpenROAD 26Q1-2900-gdf79404cd8, Yosys 0.63+post, stock flow scripts
make -C /OpenROAD-flow-scripts/flow DESIGN_CONFIG=/design/flow/config.mk WORK_HOME=/design/flow/orfs finish

===== config.mk =====
export PLATFORM = sky130hd
export DESIGN_NAME = ClockDivider2Second
export DESIGN_NICKNAME = ClockDivider2Second
export VERILOG_FILES = /design/flow/design.v
export SDC_FILE = /design/flow/constraint.sdc
export NUM_CORES = 4
export LEC_CHECK = 1
export CORE_UTILIZATION = 30

===== constraint.sdc =====
current_design ClockDivider2Second

set clk_period 2.8
set clk_io_pct 0.2

create_clock -name clk0 -period $clk_period [get_ports {cin}]

set non_clock_inputs [all_inputs -no_clocks]
set_input_delay [expr $clk_period * $clk_io_pct] -clock clk0 $non_clock_inputs
set_output_delay [expr $clk_period * $clk_io_pct] -clock clk0 [all_outputs]

===== design.v =====
module ClockDivider2Second(cin,cout);
	input cin;
	 output reg cout;
	 reg[31:0] count; 
	 parameter D = 32'd25000000;
	 always @(posedge cin)
	 begin
		 count <= count + 32'd1;
		 if (count >= (D-1)) begin
			 cout <= ~cout;
			 count <= 32'd0;
		 end
	end
endmodule

==> impl_metrics.csv <==
group,metric,value,unit
synth,flop_cell,"dfxtp_1",
pwr,total_power,0.8364,mW
cts,cts_setup_buffers,0,
sta,finalCriticalPeriod,2.205,ns
sta,hold_viol,0,
cts,post_cts_resized,0,
layout,drive_above_1_share,0.1049,
layout,area.growth.synth_to_final,13.60,%
sta,tightest_slew,0.7351,ns
cts,cts_buffer_depth,2,
worst_setup_path,critPathRequiredTime,3.00,ns
sta,fin_setup_tns,0,ns
worst_setup_path,ff2ff_setup_slack,0.59,ns
status,outcome,"completed",
cts,clock_latency,0.28,ns
die,initCoreUtil,0.3188,
pwr,p_leak,0.4958,nW
routing,antenna_left,0,
synth,synthCells,151,
sta,rsz0062_at_grt,"false",
die,die_h,70.96,um
routing,antenna_cells,0,
synth,synth_cell_types,39,
worst_setup_path,crit_type,"reg -> reg",
worst_setup_path,rr_worst_depth,5,
worst_setup_path,cp.arrival,2.40,ns
routing,routed_via_density,5.028,
worst_setup_path,worst_setup_path_end_kind,"flop",
sta,final-max-slew-violation-count,0,
routing,dr.pass1.iters,4,
routing,wire_per_inst,12.04,um
die,die_area,5035,um^2
routing,route.detailed.drc,0,
pwr,pwr_density_cell,516.2,nW/um^2
synth,ys_cells,151,
placement,place_area,1534,um^2
grt,grt.total_usage,0.1212,
synth,avgSynthCellArea,9.446,um^2
grt,grt_pass1_vias,1018,
synth,enable_flop_cells,1,
cts,root_buffer,"clkbuf_8",
synth,syn_area,1426,um^2
die,rows,24,
layout,final-comb-area,754.5,um^2
die,core,4474,um^2
synth,yosysSeqAreaShare,0.4702,
sta,max_freq,453.5,MHz
layout,fin_area,1620,um^2
synth,numSynthFlops,33,
flow_run,tool_warnings,25,
cts,cts.sinks,33,
synth,ys_chip_area,1426,um^2
layout,nFillCells,447,
placement,hpwlAfterDp,1763,um
worst_setup_path,crit_fanout,5,
synth,ys_warn_count,1,
sta,slew-limit-headroom,0.5054,
routing,vias,1076,
sta,setup-violations-final,0,
cts,cts_max_level,2,
worst_setup_path,r2r_start,"count[0]",
grt,grt-ovfl-total,0,
grt,grt_first_pass_wirelength,4767,um
sta,timing.final.crit_share,0.7875,
die,pin_count,2,
cts,numCtsBuffers,5,
grt,antenna_found_initial,0,
cts,cts_tree,"yes",
placement,io_buffers,1,
grt,grt_max_degree,25,
routing,dr.first_iter.drc_count,60,
layout,regArea,670.6,um^2
worst_hold_path,hold_depth,2,
placement,gp_congestion,0.8468,
worst_setup_path,critPathLaunchType,"flop",
worst_hold_path,hold_start,"count[19]",
sta,clock_skew,0.003267,ns
cts,clk_pin_slew_worst_paths,0.06,ns
pwr,peakVddDrop,0.2233,mV
cts,holdBufCountCts,0,
worst_hold_path,hold_path_class,"reg -> reg",
synth,async_reset_ff_frac,0,
routing,totalWireLength,2576,um
die,die_w,70.96,um
worst_setup_path,critPathLaunch,"count[0]",
flow_run,maxCapViolCount,0,
-- layer usage --
layer / GRT usage / wire length, um
met1: 0.1958 / 1425
met2: 0.1677 / 1038
met3: 0.03757 / 83
met4: 0.01556 / 29
met5: 0 / 0
-- cells in the mapped netlist, types with 3 or more instances --
library cell,count,area share
a211oi_1,8,0.042
and3_1,3,0.013
clkbuf_1,4,0.011
dfxtp_1,32,0.45
inv_1,5,0.013
nand2_1,13,0.034
nand3_1,3,0.011
nand3b_1,3,0.016
nand4_1,3,0.013
nor3_1,17,0.060
nor4_1,5,0.022
o21ai_0,6,0.021
o31ai_1,3,0.016
or3_1,4,0.018
or4_1,4,0.021
xnor2_1,8,0.049
xor2_1,4,0.025
-- path summary, 6_finish.rpt --
kind,to
max reg2reg,count[22]
min reg2reg,count[19]
max,count[22]
min,count[19]
-- power by group --
| part | switching (mW) | internal (mW) |
|---|---|---|
| Sequential | 0.00214 | 0.479 |
| Clock | 0.154 | 0.195 |
| Combinational | 0.00286 | 0.00345 |
| Total | 0.159 | 0.677 |
-- kinds of logic after synthesis --
family / synth area share
other: 0.002629
adders and majority gates: 0.008771
and+or+nand+nor: 0.2965
AOI/OAI and AO/OA: 0.1211
DFF: 0.4702
xor gates and xnor gates: 0.07368
buffers and inverters: 0.02719
-- cells in the final DEF, fill, tap and decap left out, types with 2 or more instances in the layout --
| cell | count |
|---|---|
| xor2_1 | 4 |
| nand2_1 | 13 |
| nand3_1 | 3 |
| and2_1 | 2 |
| nand4_2 | 2 |
| a211oi_1 | 8 |
| nor3_1 | 17 |
| o21ai_0 | 6 |
| nand4_1 | 3 |
| conb_1 | 7 |
| nor2_1 | 2 |
| or4_1 | 4 |
| nor3b_1 | 2 |
| or3_1 | 4 |
| xnor2_1 | 8 |
| buf_4 | 2 |
| nor4_1 | 5 |
| clkbuf_8 | 6 |
| o31ai_1 | 3 |
| nand3b_1 | 3 |
| and3_1 | 3 |
| dfxtp_1 | 32 |
| inv_1 | 5 |
-- registers in the layout, summed over array words and instances, names as in the netlist --
signal  flops
count      32
cout        1
-- metrics by stage --
stage	cells	utilization	hold WS, ns	setup slack [ns]
6_report	214	0.3621	0.5048	0.5949
5_1_grt	214	0.3621	0.5200	0.4781
4_1_cts	214	0.3621	0.4941	0.6214
3_5_place_dp	207	0.3428	0.4826	0.6244
3_3_place_gp	207	0.3428	0.4643	0.6718
2_1_floorplan	157	-	0.4556	0.7461
-- critical path, stage by stage (launching register included) --
cell and delay [ns]:
dfxtp_1 0.38, ha_1 0.27, nand4_2 0.18, or4_4 0.60, or4_1 0.47, a211oi_1 0.22
-- layout make-up --
class / count / share of cell area
multi-input combinational: 114 / 0.4656
clock buffer: 7 / 0.05328
tap: 52 / 0.04015
inverter: 5 / 0.01158
sequential: 33 / 0.4139
timing repair buffer: 3 / 0.01544
Power figures rest on the tool's default switching activity, not on a simulated workload.
