[/design/flow/run.sh]
#!/bin/bash
# OpenROAD 26Q1-2900-gdf79404cd8, Yosys 0.63+post, stock flow scripts
make -C /OpenROAD-flow-scripts/flow DESIGN_CONFIG=/design/flow/config.mk WORK_HOME=/design/flow/orfs finish
[/design/flow/config.mk]
export PLATFORM = sky130hd
export DESIGN_NAME = ClockDivider
export DESIGN_NICKNAME = ClockDivider
export VERILOG_FILES = /design/flow/design.v
export SDC_FILE = /design/flow/constraint.sdc
export NUM_CORES = 4
export LEC_CHECK = 1
export CORE_AREA = 10 10 93 93
export DIE_AREA = 0 0 103 103
[/design/flow/constraint.sdc]
current_design ClockDivider

set clk_period 3.4
set clk_io_pct 0.2

create_clock -name clk0 -period $clk_period [get_ports {cin}]

set non_clock_inputs [all_inputs -no_clocks]
set_input_delay [expr $clk_period * $clk_io_pct] -clock clk0 $non_clock_inputs
set_output_delay [expr $clk_period * $clk_io_pct] -clock clk0 [all_outputs]
[/design/flow/design.v]
module ClockDivider(cin,cout);
	input cin;
	 output reg cout;
	 reg[31:0] count; 
	 parameter D = 32'd12500000;
	 always @(posedge cin)
	 begin
		 count <= count + 32'd1;
		 if (count >= (D-1)) begin
			 cout <= ~cout;
			 count <= 32'd0;
		 end
	end
endmodule
==> reports/metrics.yaml <==
synth:
  synth_cells: 145
  synth_dominant_cell_count: "sky130_fd_sc_hd__dfxtp_1"
  edf_count: 1
  yosys.cell_types.count: 31
  synthTopCellsByCount: "sky130_fd_sc_hd__dfxtp_1, sky130_fd_sc_hd__a21oi_1, sky130_fd_sc_hd__xnor2_1"
  ys_cells: 145
  synth_top_cell_by_area: "sky130_fd_sc_hd__dfxtp_1"
  largest_cells_by_area_after_synthesis: "sky130_fd_sc_hd__dfxtp_1, sky130_fd_sc_hd__xnor2_1, sky130_fd_sc_hd__a21oi_1"
  synth.yosys.chip_area_mm2: 0.00140
  postSynth.topFlopCell: "sky130_fd_sc_hd__dfxtp_1"
  synth_sequential_area_ratio: 0.481
  ys.flops: 33
  yosys.area.top_type_share: 0.459
  syn-mean-instance-area_um2: 9.62
  asr_flop_ratio_synth: 0
  synth_warnings: 1
  mappedNetlistArea_mm2: 0.00140
run:
  warnings: 25
  timing.max_cap.violations: 0
route:
  firstDrtPassIters: 4
  remaining_drc_errors: 0
  antenna-diode-count: 0
  postRouteAntennaNets: 0
  drt-initial-drc-count: 39
  post_drt_via_cell_ratio: 4.39
  drt_total_wl_um: 2390
  detailroute.via_count: 1022
  routedWlPerCell_um: 10.3
floorplan:
  num_io_pins: 2
  dieArea_mm2: 0.0106
  core-area_mm2: 0.00676
  rows: 30
  die.size.y_um: 103
  floorplan.initialDensity: 0.206
  die-width_um: 103
hold_path:
  worst_hold_startpoint: "count[23]"
  hold_path_class: "flop to flop"
cts:
  clock_latency_ps: 280
  clockRootBuffer: "sky130_fd_sc_hd__clkbuf_8"
  ctsLongestPathBuffers: 2
  cts_max_level: 2
  cts-resized-gates: 0
  cts_hold_buf: 0
  cts_post_setup_buffers_inserted: 0
  tritoncts_num_sinks: 33
  cts_inserted_buffers: 5
  tritoncts_clock_tree: "yes"
  clkTransAtPathRegs_ps: 70
finish:
  final-comb-area_um2: 702
  layout.filler_cells: 729
  layout.cell_area.non_filler_mm2: 0.00158
  final_layout_size_suffix_gt1_frac: 0.0719
  layout-area-overhead-vs-synth_pct: 13.3
  sequential_cell_area_um2: 671
  stdcell_count: 233
run_status:
  outcome: "completed"
power:
  power-per-cell-area_mw_per_mm2: 430
  leakage_nw: 0.468
  vdd.ir_drop.worst_mv: 0.213
setup_path:
  r2r-start: "count[0]"
  path_max_fanout: 7
  crit_chain: "ha_1, nand3_1, or3_1, or4_1, a22oi_1"
  cpMaxStageDelayCell: "sky130_fd_sc_hd__or3_1"
  crit_required_ps: 3600
  crit_path_start: "count[0]"
  critPathKind: "flop to flop"
  critical-path-max-stage-delay_ps: 540
  worst_setup_path_end_kind: "flop"
  crit_arrival_ps: 2280
  critPathLaunchType: "flop"
final_timing:
  period_needed_ps: 2080
  holdWs_ps: 499
  final.setup.tns_ps: 0
  final_setup_violating_endpoints: 0
  layout_worst_path_cycle_share: 0.612
  rsz0062_at_grt: "false"
  finalWorstSetupSlack_ps: 1320
  fmaxAchievable_ghz: 0.481
  maxSlewHeadroom: 0.482
  worst-slew-pin-transition_ps: 776
  finalMaxSlewViolations: 0
  final-hold-violation-count: 0
  timing.clock.skew_ps: 4.01
global_routing:
  grt-ovfl-total: 0
  first_global_vias: 976
  global_route_wire_length_before_repair_um: 4410
  antenna_violations_before_repair: 0
  groute.usage.overall: 0.0505
  grt_start_max_net_pins: 26
placed_design:
  post-place-ws_ps: 1360
  placed_cell_area_mm2: 0.00150
  placed_cells: 225
  gp_congestion: 0.803
  io_buffers: 1
  detailed_place_hpwl_um: 1540
[stage by stage]
stage          utilization  power [W]
3_5_place_dp         0.222   0.000412
5_1_grt              0.234   0.000712
6_report             0.234   0.000679
3_3_place_gp         0.222   0.000412
2_1_floorplan            -   0.000408
4_1_cts              0.234   0.000693
[cell type report]
| cell class | instances | share of cell area |
|---|---|---|
| repair buffers | 1 | 0.00633 |
| clock inverters | 2 | 0.00633 |
| well taps | 80 | 0.0633 |
| clock buffers | 6 | 0.0459 |
| multi-input cells | 107 | 0.444 |
| inverters | 4 | 0.00950 |
| flip-flops and latches | 33 | 0.424 |
[cells in the final DEF, fill, tap and decap left out, types with 5 or more instances in the layout]
master | synthesis | final
sky130_fd_sc_hd__dfxtp_1 | 32 | 32
sky130_fd_sc_hd__a21oi_1 | 17 | 17
sky130_fd_sc_hd__xnor2_1 | 11 | 11
sky130_fd_sc_hd__nand3_1 | 8 | 8
sky130_fd_sc_hd__conb_1 | 1 | 8
sky130_fd_sc_hd__nand2_1 | 7 | 7
sky130_fd_sc_hd__a22oi_1 | 7 | 7
sky130_fd_sc_hd__nor4_1 | 6 | 6
sky130_fd_sc_hd__o31ai_1 | 5 | 5
sky130_fd_sc_hd__or4_1 | 5 | 5
sky130_fd_sc_hd__clkbuf_8 | 0 | 5
[worst paths after layout]
check         endpoint  slack (ps)  cells past startpoint
max          count[20]        1320                      5
min          count[23]         500                      2
max reg2reg  count[20]        1320                      5
min reg2reg  count[23]         500                      2
[power by group]
group	total, W	switching (W)	internal (W)
Sequential	0.000397	0.00000197	0.000396
Clock	0.000276	0.000134	0.000142
Combinational	0.00000547	0.00000238	0.00000309
[worst max-delay path: cells and delay by family (launching register included)]
kind / cells / cell delay [ps]
simple gates: 3 / 1220
flops: 1 / 400
fa+ha+maj: 1 / 230
compound gates: 1 / 160
[cell families (layout without fill, tap and decap cells)]
group | count (synthesis) | after routing | synth area share
AND-OR/OR-AND | 35 | 35 | 0.157
XOR/XNOR | 15 | 15 | 0.0942
adder cells (fa/ha/maj) | 1 | 1 | 0.00897
buffers and inverters | 12 | 13 | 0.0350
flip-flops | 33 | 33 | 0.481
other | 1 | 8 | 0.00269
AND/OR/NAND/NOR | 48 | 48 | 0.222
[per-layer routing]
metal / GRT usage / share of wire / vias up
li1: - / - / 548
met5: 0 / 0 / -
met2: 0.0761 / 0.46 / 13
met4: 0.00856 / 0.0067 / 0
met3: 0.0149 / 0.037 / 2
met1: 0.0712 / 0.49 / 459
[flip-flops by register name (all words and copies together) (netlist names)]
register,cells
count,32
cout,1
No activity file was given, so power comes from the tool's default toggle rates.
